<file path="flow/config.mk">
export PLATFORM = sky130hd
export DESIGN_NAME = led_blinky
export DESIGN_NICKNAME = led_blinky
export VERILOG_FILES = /design/flow/design.v
export SDC_FILE = /design/flow/constraint.sdc
export NUM_CORES = 4
export LEC_CHECK = 1
export CORE_AREA = 10 10 97 97
export DIE_AREA = 0 0 107 107
</file>
<file path="flow/constraint.sdc">
current_design led_blinky

set clk_period 5.2
set clk_io_pct 0.2

create_clock -name clk0 -period $clk_period [get_ports {clk}]

set non_clock_inputs [all_inputs -no_clocks]
set_input_delay [expr $clk_period * $clk_io_pct] -clock clk0 $non_clock_inputs
set_output_delay [expr $clk_period * $clk_io_pct] -clock clk0 [all_outputs]
</file>
<file path="flow/design.v">
module clock_divider #(
    parameter   MODULO  = 6000000
) (
    input   clk,
    input   rst,
    output  tick
);
    localparam WIDTH = (MODULO == 1) ? 1 : $clog2(MODULO);
    reg [WIDTH-1:0] count = 0;
    assign tick = (count == MODULO - 1) ? 1'b1 : 1'b0;
    always @ (posedge clk or posedge rst) begin
        if (rst == 1'b1) begin
            count <= 0;
        end else if (tick == 1'b1) begin
            count <= 0;
        end else begin
            count <= count + 1;
        end
    end
endmodule
module led_blinky(
    input       clk,
    input		rst,
    output reg      led
);
	wire rst_signal;
    wire clk_local;
	assign rst_signal = ~rst;
    clock_divider div_clock (
        .clk(clk),
        .rst(rst_signal),
        .tick(clk_local)
    );
    always @ (posedge clk_local or posedge rst_signal) begin
        if (rst_signal == 1'b1)
            led <= 1'b0;
        else
            led <= ~led;
    end
endmodule
</file>
<file path="flow/run.sh">
#!/bin/bash
# OpenROAD 26Q1-2900-gdf79404cd8, Yosys 0.63+post, stock flow scripts
make -C /OpenROAD-flow-scripts/flow DESIGN_CONFIG=/design/flow/config.mk WORK_HOME=/design/flow/orfs finish
</file>
==> flow_metrics.tcl <==
# flow metrics
set metrics [dict create \
    outcome "complete, no violations" \
    cts_buffers 3 \
    io_pins 3 \
    untimed_endpoints 2 \
    unclocked_regs 1 \
    vdd_ir_drop_max_mv 0.149 \
    cts_resized 0 \
    fin_util_pct 19.0 \
    die-width_um 107 \
    die_h_um 107 \
    synth-edff-count 0 \
    drv_cap 0 \
    grt_overflow 0 \
    drt_first_pass_iters 4 \
    dpl.cell_count 210 \
    aoi_share_pct 4.38 \
    clk_pin_slew_ns 0.08 \
    seqCellArea_um2 601 \
    yosysSeqAreaShare_pct 50.0 \
    stdcell_count 214 \
    reg2reg_from "div_clock.count[0]" \
    cp_max_fo 15 \
    tightest_slew_ns 0.848 \
    num_vias 785 \
    yosysChipArea_um2 1200 \
    globalRouteTotalUtil_pct 3.90 \
    vias_per_cell 3.67 \
    crit_buf_inv 0 \
    wl_per_cell_um 9.75 \
    fmax_mhz 527 \
    finalHoldViolations 0 \
    fa_ha_area_share_pct 1.04 \
    synth-async-reset-ratio_pct 100 \
    crit_start "div_clock.count[0]" \
    yosys_cells 110 \
    rsz0062_at_grt "false" \
    end_kind "flip-flop" \
    area_growth_pct 15.1 \
    synthCells 110 \
    layout_min_cycle_time_ns 1.90 \
    syn_avg_cell_area_um2 10.9 \
    min_from "div_clock.count[0]" \
    syn-cell-area_um2 1200 \
    synth.area.mux_share_pct 0 \
    fp_util_pct 16.5 \
    finalClockPeriodUsage_pct 36.5 \
    final_antenna_net_count 0 \
    yosysWarnings 2 \
    combPwrFrac_pct 1.6 \
    drive_above_1_share_pct 12.2 \
    setup_viol 0 \
    switching_share_pct 21.0 \
    ctsHtreeMaxLevel 1 \
    hold_buffers 0 \
    yosys.area_share.simple_pct 30.0 \
    grt_pass1_vias 799 \
    flop_cell "dfrtp_1" \
    routabilityCongestion 0.796 \
    grt_max_degree 25 \
    clock_skew_ns 0.00975 \
    synthTopLogicFamily "simple AND/OR/NAND/NOR gates" \
    cp_slowest_cell "nor4_4" \
    cp_cell_sequence "ha_1, nand3_2, nor4_4, nor2_1" \
    core.rowCount 31 \
    hold_class "flip-flop to flip-flop" \
    layout.area.comb_um2 566 \
    warnings 25 \
    clk_latency_ns 0.27 \
    internal_power_mw 0.233 \
    wl_mm 2.09 \
    reg2reg_setup_slack_ns 3.30 \
    maxSlewViolCount 0 \
    dpl.hpwl_mm 1.48 \
    drtIter0Drc 37 \
    power_mw 0.295 \
    cp_data_arrival_time_ns 2.01 \
    drc 0 \
    seq_power_share_pct 60.5 \
    cts_buffer_depth 2 \
    port_buffers 2 \
    antenna_found_initial 0 \
    clkPwrFrac_pct 37.9 \
    nFillCells 832 \
    maxSlewHeadroom_pct 43.0 \
    grt_pass1_wl_mm 3.84 \
    n_antenna_cell 0 \
    ys.flops 24 \
    fin_setup_tns_ns 0 \
    cts_root_buf "clkbuf_8" \
    p_switching_mw 0.0620 \
    post_cts_buffers 0 \
    yosys.area_share.xor_xnor_pct 11.7 \
    crit_type "flip-flop to flip-flop" \
    cts_tree "yes" \
    cp-start-kind "flip-flop" \
    crit_required_ns 5.31 \
    die_area_um2 11400 \
    crit_family "simple AND/OR/NAND/NOR gates" \
    power_density_nw_per_um2 214 \
    cpPeakStageDelay_ns 0.80 \
    p_leak_nw 0.596 \
    synth_cell_type_count 32 \
    core_um2 7290 \
]
-- Yosys cell counts, types with 3 or more instances --
cell type,n,area share [%]
a21oi_1,5,2.1
and3_1,5,2.6
and4_1,4,2.9
dfrtp_1,23,48
inv_1,4,1.2
nand2_1,3,0.94
nand3_1,10,4.2
nand3_2,3,2.5
nand4_1,3,1.6
nor2_1,9,2.8
o21ai_0,4,1.7
or3_1,3,1.6
xnor2_1,9,6.6
xor2_1,7,5.1
-- registers in the layout, indices dropped and copies added (netlist names) --
signal           count
div_clock.count     23
led                  1
-- final cells by class --
type                       count  area share, %
sequential                    24           43.4
clock inverter                 1          0.362
tap                           99           8.96
timing repair buffer           3           1.99
inverter                       5           1.36
clock buffer                   3           2.99
multi-input combinational     79           40.9
-- worst register-to-register path, stage by stage, from the launching register on --
cell and delay [ns]:
dfrtp_1 0.40, ha_1 0.23, nand3_2 0.20, nor4_4 0.80, nor2_1 0.12
-- through the flow --
stage / area, um^2 / hold WS [ns] / worst slack [ns]
2_1_floorplan: 1200 / 0.460 / 3.71
3_3_place_gp: 1340 / 0.496 / 3.33
3_5_place_dp: 1340 / 0.497 / 3.30
4_1_cts: 1380 / 0.509 / 3.29
5_1_grt: 1380 / 0.535 / 3.13
6_report: 1380 / 0.507 / 3.30
-- worst paths after layout --
check                                 endpoint  depth (start not counted)
setup / recovery            div_clock.count[8]                          4
hold / removal              div_clock.count[0]                          1
setup reg to reg            div_clock.count[8]                          4
hold reg to reg             div_clock.count[0]                          1
max in group asynchronous   div_clock.count[8]                          2
min in group asynchronous  div_clock.count[17]                          2
-- cell families after synthesis --
| group | count (synthesis) |
|---|---|
| adders and majority gates | 1 |
| buffers and inverters | 7 |
| DFF | 24 |
| and+or+nand+nor | 52 |
| AOI/OAI and AO/OA | 10 |
| xor gates and xnor gates | 16 |
-- power by group through the flow --
stage / Sequential (mW) / Combinational (mW) / Clock [mW]
6_report: 0.179 / 0.00481 / 0.112
5_1_grt: 0.179 / 0.00602 / 0.123
4_1_cts: 0.179 / 0.00520 / 0.117
-- cells in the final DEF, fill, tap and decap left out, types with 2 or more instances in the layout --
cell | netlist | layout
a21oi_1 | 5 | 5
and3_1 | 5 | 5
and4_1 | 4 | 4
clkbuf_8 | 0 | 3
clkdlybuf4s50_1 | 0 | 2
dfrtp_1 | 23 | 23
inv_1 | 4 | 4
nand2_1 | 3 | 3
nand3_1 | 10 | 10
nand3_2 | 3 | 3
nand4_1 | 3 | 3
nor2_1 | 9 | 9
o21ai_0 | 4 | 4
or3_1 | 3 | 3
xnor2_1 | 9 | 9
xor2_1 | 7 | 7
-- per-layer routing --
metal  wire [um]  global-route usage (%)  vias to the layer above  part of all wire [%]
li1            -                       -                      401                     -
met1        1090                    5.68                      375                    52
met2         909                    5.84                        7                    44
met3          65                   0.970                        2                   3.1
met4          21                   0.580                        0                   1.0
met5           0                       0                        -                     0
Power figures rest on the tool's default switching activity, not on a simulated workload.
