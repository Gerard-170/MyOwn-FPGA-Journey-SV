==> ./config.mk <==
export PLATFORM = sky130hd
export DESIGN_NAME = memory
export DESIGN_NICKNAME = memory
export VERILOG_FILES = /design/flow/design.v
export SDC_FILE = /design/flow/constraint.sdc
export NUM_CORES = 4
export LEC_CHECK = 1
export CORE_UTILIZATION = 50
==> ./constraint.sdc <==
current_design memory

set clk_period 3.6
set clk_io_pct 0.2

create_clock -name clk0 -period $clk_period [get_ports {clk}]

set non_clock_inputs [all_inputs -no_clocks]
set_input_delay [expr $clk_period * $clk_io_pct] -clock clk0 $non_clock_inputs
set_output_delay [expr $clk_period * $clk_io_pct] -clock clk0 [all_outputs]
==> ./run.sh <==
#!/bin/bash
# OpenROAD 26Q1-2900-gdf79404cd8, Yosys 0.63+post, stock flow scripts
make -C /OpenROAD-flow-scripts/flow DESIGN_CONFIG=/design/flow/config.mk WORK_HOME=/design/flow/orfs finish
==> ./design.v <==
module memory # (
	parameter INIT_FILE = ""
) (
	input				clk, 
	input				w_en,
	input				r_en,
	input	[3:0]		w_addr,
	input	[3:0]		r_addr,
	input	[7:0]		w_data,
	output	reg [7:0]	r_data
);
	reg [7:0]	mem[0:15];
	always @ (posedge clk) begin
		if (w_en == 1'b1) begin
			mem[w_addr] <= w_data;
		end
		if (r_en == 1'b1) begin
			r_data <= mem [r_addr];
		end
	end
	initial if (INIT_FILE) begin
		$readmemh(INIT_FILE, mem);
	end
endmodule
==> job_summary.md <==
### Metrics collected by this job

| Metric | Value |
|---|---|
| Tmin final | `2.27 ns` |
| Dominant logic cell types in the final layout | `edfxtp_1 (136), clkdlybuf4s50_1 (25), mux4_2 (18)` |
| Number of global-route vias before repair | `about 2700` |
| Routing usage on met3 | `0.151` |
| Final Hold Fails | `0` |
| Clock slew at reported path FFs | `0.06 ns` |
| Clock tree sinks | `136` |
| Final WS setup | `1.33 ns` |
| Crit path required time | `3.74 ns` |
| Via count | `about 2500` |
| Final period util | `0.631` |
| Initial antenna violation count | `0` |
| Worst slew pin tran | `0.865 ns` |
| DRT iter0 DRCs | `100` |
| Mapped cell area | `5230 sq um` |
| Ys cells | `229` |
| Fmax | `440 MHz` |
| Register area share after synthesis | `0.781` |
| Dominant logic cell type in the layout | `edfxtp_1` |
| Met1 Use GR | `0.351` |
| Max_cap viols | `0` |
| Ys Warns | `1` |
| CP Launch Type | `input pin` |
| Ports | `27` |
| Setup TNS Final | `0 ns` |
| Top area contributor share | `0.781` |
| First-pass GRT wire length | `15600 um` |
| Antenna Nets Post-Route | `0` |
| Layout cell share with drive strength beyond 1 | `0.231` |
| GR Util met2 | `0.321` |
| Crit path capture type | `register` |
| Clk_skew | `roughly 0.010 ns` |
| HPWL after DPL | `6110 um` |
| OpenROAD warnings | `25` |
| Synth-to-layout area growth | `19.7%` |
| Die area | `approximately 11000 sq um` |
| Post-synth top area cell | `edfxtp_1` |
| Gr ovfl total | `0` |
| Crit Path Max Fanout | `8` |
| Final Max Slew Viols | `0` |
| Synthesized registers | `136` |
| Syn Inst Count | `229` |
| Setup violators final | `0` |
| Avg WL per Cell | `about 23 um` |
| Synth unique cells | `18` |
| Status | `complete, no violations` |
| Layout filler cell count | `~660` |
| Worst IR Drop VDD | `0.000317 V` |
| Post-CTS setup buffer count | `0` |
| Via density | `5.78` |
| Row count | `36` |
| CTS resizes | `0` |
| Final core utilization | `0.628` |
| Gr busiest metal | `met1` |
| Hold_buf cts | `0` |
| Late-Pin Clk Latency | `0.52 ns` |
| YS chip area | `5230 sq um` |
| Post-synth area hogs | `edfxtp_1 (78%), mux4_2 (7.8%), mux4_1 (7.0%), a22oi_1 (2.3%), nor2_1 (0.93%)` |
| Die Width | `around 100 um` |
| Post-route cell area | `between 6000 and 7000 sq um` |
| I/O Buffers | `26` |
| Rel. slew slack | `0.422` |
| Type of the worst setup path | `in2reg` |
| Arrival @ worst endpoint | `about 2.4 ns` |
| Init Core Util | `0.525` |
| Final GP Congestion | `0.759` |
| Core ar. | `9950 sq um` |
| H-tree depth | `4` |
| CTS tree | `built` |
| Ant. Diodes | `0` |
| Clock tree buffer depth | `2` |
| Pre-CTS setup slack | `0.749 ns` |
| Synth Area per Inst | `between 20 and 25 sq um` |
| Total GRT Usage | `0.228` |
| Tightest Hold Check Type | `reg2reg` |
| DRC violations left | `0` |
| Placed Area | `roughly 5700 sq um` |
| Largest net degree at the start of global routing | `33` |
| Drt first pass iters | `4` |
| RSZ-0062 raised after global routing | `no` |
| P per Cell Area | `575 nW/um^2` |
| Clk Tree Root Cell | `clkbuf_8` |
| Vert. Die Dim | `104 um` |
| Total CTS buffers | `17` |
| Leak pwr | `2.06 nW` |
| Drt total wl | `9970 um` |
## cell usage after synthesis
| cell | count |
|---|---|
| clkdlybuf4s25_2 | 3 |
| nand3b_1 | 2 |
| nand2b_1 | 2 |
| edfxtp_1 | 136 |
| buf_4 | 1 |
| a22oi_1 | 16 |
| or3b_2 | 1 |
| nand2_1 | 9 |
| buf_6 | 3 |
| buf_2 | 3 |
| mux4_1 | 14 |
| and2b_1 | 1 |
| mux4_2 | 18 |
| and2_1 | 1 |
| nor3_1 | 4 |
| nor2b_1 | 1 |
| nor2_1 | 13 |
| nand3_1 | 1 |
## worst max-delay path, stage by stage
cell	delay [ns]
clkdlybuf4s50_1	0.51
or3b_2	0.50
nor2_1	0.67
## logic make-up after synthesis
group                  count (synthesis)  share of synthesized area
DFF                                  136                      0.781
and+or+nand+nor                       35                     0.0314
muxes                                 32                      0.148
AOI/OAI and AO/OA                     16                     0.0230
buffers and inverters                 10                     0.0165
## layout make-up
type	instances	area, sq um	area share
Clock inverter	15	151	0.0242
Sequential cell	136	4080	0.653
Tap cell	133	166	0.0266
Multi-Input combinational cell	83	1060	0.169
Clock buffer	17	414	0.0662
Timing Repair Buffer	43	383	0.0612
## through the flow
stage | cells | power [mW] | hold WS [ns]
final | 427 | 3.60 | 0.747
after global routing | 427 | 3.72 | 0.789
after CTS | 427 | 3.62 | 0.748
after detailed placement | 395 | 2.00 | 0.731
after global placement | 395 | 2.00 | 0.732
after floorplan | 229 | 1.91 | 0.705
## final timing paths
check,start,endpoint,slack [ns],depth (start not counted)
max reg2reg,mem[9][4],r_data[4],2.10,3
max,w_en,mem[1][7],1.33,3
min reg2reg,mem[7][4],r_data[4],0.75,3
min,mem[7][4],r_data[4],0.75,3
## report_power, final
| group | leakage, nW | switching (mW) | internal (mW) |
|---|---|---|---|
| Clock | 0.265 | 0.647 | 0.985 |
| Combinational | 0.561 | 0.0872 | 0.0824 |
| Sequential | 1.24 | 0.0103 | 1.79 |
## per-layer routing
layer | vias up | wire (um) | part of all wire
met2 | 148 | 4780 | 0.48
li1 | 1089 | - | -
met1 | 1222 | 3790 | 0.38
met4 | 0 | 87 | 0.0087
met5 | - | 0 | 0
met3 | 7 | 1310 | 0.13
## sequential cells by signal, indices dropped and copies added, names as in the netlist
register	cells
mem	128
r_data	8
No activity file was given, so power comes from the tool's default toggle rates.
